==> flow/design.v <==
package mips_decls_p;
    typedef enum logic [5:0] {
    OP_RTYPE   = 6'd0,
    OP_BLTGEZ  = 6'd1,
    OP_J       = 6'd2,
    OP_JAL     = 6'd3,
    OP_BEQ     = 6'd4,
    OP_BNE     = 6'd5,
    OP_ADDI    = 6'd8,
    OP_ORI     = 6'd13,
    OP_LW      = 6'd35,
    OP_SW      = 6'd43
    } opcode_t;
    typedef enum logic [5:0] {
    F_ADD = 6'd32,
    F_SUB = 6'd34,
    F_AND = 6'd36,
    F_OR  = 6'd37,
    F_XOR = 6'd38,
    F_NOR = 6'd39,
    F_SLT = 6'd42
    } funct_t;
endpackage
module regfile(
    input  logic        clk,
    input  logic        we3,
    input  logic [4:0]  ra1, ra2, wa3,
    input  logic [31:0] wd3,
    output logic [31:0] rd1, rd2
    );
    logic [31:0] rf[31:0];
    always_ff @(posedge clk) begin
        if (we3) rf[wa3] <= wd3;
    end
    assign rd1 = (ra1 != 0) ? rf[ra1] : 0;
    assign rd2 = (ra2 != 0) ? rf[ra2] : 0;
endmodule  
==> flow/run.sh <==
#!/bin/bash
# OpenROAD 26Q1-2900-gdf79404cd8, Yosys 0.63+post, stock flow scripts
make -C /OpenROAD-flow-scripts/flow DESIGN_CONFIG=/design/flow/config.mk WORK_HOME=/design/flow/orfs finish
==> flow/config.mk <==
export PLATFORM = sky130hd
export DESIGN_NAME = regfile
export DESIGN_NICKNAME = regfile
export VERILOG_FILES = /design/flow/design.v
export SDC_FILE = /design/flow/constraint.sdc
export NUM_CORES = 4
export LEC_CHECK = 1
export CORE_UTILIZATION = 50
export SYNTH_HDL_FRONTEND = slang
==> flow/constraint.sdc <==
current_design regfile

set clk_period 10.0
set clk_io_pct 0.2

create_clock -name clk0 -period $clk_period [get_ports {clk}]

set non_clock_inputs [all_inputs -no_clocks]
set_input_delay [expr $clk_period * $clk_io_pct] -clock clk0 $non_clock_inputs
set_output_delay [expr $clk_period * $clk_io_pct] -clock clk0 [all_outputs]
==> run notes <==
Implementation results.

The run finished with clean final reports. Summed over all cells, the static leakage comes to 0.0172 µW. For this run, the total global-route usage over all layers was measured as 36.3%. The final setup violation count is 0. The number of OpenROAD warnings is 28.

The detailed-route wire length per cell is 38.3 µm. The fraction of final layout cells sized beyond drive strength 1 is 29.5%. The worst setup path is captured at an output port.

Setup repair after global routing left no endpoint under its margin. The number of antenna violations at the first check in global routing is 2. The region available for standard cell placement spans roughly 93,000 µm².

The number of routed nets with antenna violations is 0. The clock tree from TritonCTS is done. Based on the critical path, the design can be clocked at up to about 120 MHz. For the worst setup path, the data required time is ~8.0 ns. The total cells reported by yosys after synthesis is 2,400. The width of the chip is ~300 µm.

The average footprint of a synthesized cell is 19.6 µm². The number of iterations in the first detailed-routing pass is 7. The initial DRC count is 1,825. In this run, synthesis produced a sequential element count of 1,024. The number of max-slew violations in the final report is 0. The sort of element at the start of the critical path is an input pin.

For the pin with the worst max-slew slack, the measured transition is roughly 1.4 ns. The root buffer cell chosen for the clock tree is clkbuf_16. The clock period minus final worst setup slack is approximately 8.5 ns. Before any placement, the netlist area is recorded as approximately 47,000 µm². The number of synthesized flops with an enable pin is ~1,000. In this run the count of I/O pins placed on the die edge is 113. The synthesized netlist contains ~40 unique library cells. Max-cap violations in this run came to 0. The leading register cell type out of synthesis is edfxtp_1. Per the slew report, the remaining headroom to the max-slew limit stands at between 5 and 6%. In the hold report, the worst path ends at rf[13][15]$_DFFE_PP_.

Dividing the final minimum period by the clock period gives ~85%. The script computed a power per unit cell area of 180 nW/µm². The die outline height is slightly above 300 µm.

The number of buffers inserted for hold repair after clock tree synthesis is 0. The sum of negative setup slack is 0 ns. The global-route wire length before repair is 213 mm. The largest registers in the layout are rf x1024.

After clock tree synthesis, the repair step resized 0 gates. Counting endpoints that fail hold in the final report gives 0. The report gives the cell count of the worst hold path as 2.

After detailed routing, the number of remaining DRC violations is 0. The maximum fanout along the worst path is 38. Post-CTS timing repair inserted 0 buffers for setup.

Once layout is complete, the cells apart from fillers number around 3,900. The clock transition time at the flip-flop clock pins of the worst setup and hold paths is about 0.060 ns. The number of placed instances, taps included, is 3,706. The routed design ends up with an antenna cell count of 0. Before placement the cells fill about half of the core.

The count of H-tree levels built during CTS is 3. The cell count after synthesis is 2,400. Ranked by flip-flop count, first place goes to rf.

Per the OpenROAD floorplan log, the area of the die is 95,200 µm². The peak supply drop is between 0.1 and 0.15 mV. The number of filler instances in the final layout is approximately 6,700.

The class of the tightest hold or removal check is in -> reg. The leftover overflow at the end of global routing is 0. Dividing the detail-routed via count by the number of cells gives slightly below 7. The number of global-route vias before repair was approximately 30,000.

The via count is about 27,000. For this design, the slowest cell found on the critical path is nor3_1. The number of buffer cells added on primary ports is ~110.

The critical path arrival is 6.49 ns. The number of sinks driven by the clock tree is 1,024. The number of rows created at floorplan is approximately 110. Detailed placement ended at an HPWL of approximately 90 mm. The area growth from synthesis to layout is 14.2%.

The stat command in Yosys gives a chip area of roughly 47,000 µm². The total of warnings raised by yosys is 0. The number of buffers inserted during clock tree synthesis is between 100 and 150.

The register with the most flip-flops in the layout has slightly above 1,000 of them. The start point of the worst min-delay path is wd3[15]. Entering global routing, the biggest net connects roughly 110 pins. The register share after synthesis is around two thirds. The critical path class is in -> out. The buffer levels on the longest clock path is 3.

Among all stages on the critical path, the maximum delay recorded is between 1 and 1.5 ns. The wire length recorded after detailed routing is ~150 mm. The final weighted congestion recorded by global placement is 0.919. Per STA, the worst path is made up of clkdlybuf4s50_1, nor2b_4, buf_4, buf_4, a22o_1, a2111oi_0, nor3_1, clkdlybuf4s50_1.

The share of flip-flops with an asynchronous set or reset after synthesis is 0%.
==> where the power goes <==
group          leakage [µW]  internal, µW  total (µW)  switching [µW]
clock               0.00171          2300        3960            1660
combinational       0.00631           370         882             512
sequential          0.00922          4780        4800            21.2
total                0.0172          7450        9640            2190
==> Yosys cell counts (4+ instances only) <==
cell type / n / share of area (%)
a2111oi_0: 31 / 0.58
a211o_1: 23 / 0.43
a211oi_1: 47 / 0.75
a21oi_1: 46 / 0.49
a221oi_1: 23 / 0.43
a22o_1: 62 / 1.2
a32o_1: 9 / 0.19
and2_1: 13 / 0.17
buf_1: 7 / 0.056
buf_2: 58 / 0.62
buf_4: 20 / 0.32
buf_6: 12 / 0.29
clkbuf_1: 104 / 0.83
edfxtp_1: 1024 / 65
inv_1: 25 / 0.20
mux2_1: 19 / 0.46
mux2_2: 5 / 0.12
mux2i_1: 183 / 3.9
mux4_2: 425 / 20
nand2_1: 65 / 0.52
nand3_1: 4 / 0.043
nand3b_1: 7 / 0.11
nor2_1: 35 / 0.28
nor2b_1: 8 / 0.11
nor3_1: 32 / 0.34
nor4_1: 9 / 0.12
o221ai_1: 31 / 0.58
o22ai_1: 55 / 0.73
==> how the worst max path moves through the flow <==
stage                  start      to  slack, ns  cells after the start
final                 ra2[3]  rd2[9]       1.51                      8
after CTS             ra2[3]  rd2[9]       1.87                      8
after global routing  ra2[3]  rd2[9]       1.52                      8
==> per-layer routing <==
layer	wire (µm)	global-route usage (%)	up-vias
met5	567	4.96	-
met4	5710	10.4	10
met3	33100	33.6	307
met2	66700	48.5	2299
met1	43400	43.2	13400
li1	-	-	10800
==> placed cells by master, fill, tap and decap left out, types with 3 or more instances in the layout <==
master | synthesis | layout
edfxtp_1 | 1024 | 1024
mux4_2 | 425 | 425
mux2i_1 | 183 | 183
buf_4 | 20 | 133
clkbuf_16 | 0 | 112
clkdlybuf4s50_1 | 0 | 105
nand2_1 | 65 | 64
a22o_1 | 62 | 62
o22ai_1 | 55 | 55
a211oi_1 | 47 | 47
a21oi_1 | 46 | 46
nor2_4 | 0 | 33
nor3_1 | 32 | 32
o221ai_1 | 31 | 31
a2111oi_0 | 31 | 26
inv_1 | 25 | 24
clkinv_2 | 0 | 24
clkinv_1 | 0 | 24
a221oi_1 | 23 | 23
a211o_1 | 23 | 23
clkbuf_1 | 104 | 21
mux2_1 | 19 | 19
and2_1 | 13 | 12
bufinv_16 | 0 | 10
a32o_1 | 9 | 9
nor4_1 | 9 | 9
buf_12 | 0 | 9
nand3b_1 | 7 | 7
mux2_2 | 5 | 5
nor2b_1 | 8 | 5
clkinvlp_4 | 0 | 5
nand3_1 | 4 | 4
or3b_2 | 3 | 4
a2111oi_1 | 0 | 4
inv_6 | 0 | 3
buf_8 | 0 | 3
==> kinds of logic (layout without fill, tap and decap cells) <==
family                 count (synthesis)  in the layout  share of synthesized area (%)
AND-OR/OR-AND                        331            331                           5.41
buffers and inverters                226            479                           2.31
flip-flops                          1024           1024                           65.5
multiplexers                         632            632                           24.9
AND/OR/NAND/NOR                      187            187                           1.94
==> critical path, delay by kind of cell <==
| family | cells | cell delay, ns |
|---|---|---|
| AND/OR/NAND/NOR | 2 | 1.62 |
| buffers and inverters | 4 | 2.56 |
| AND-OR/OR-AND | 2 | 0.24 |
==> stage by stage <==
stage          hold WS [ns]  setup WS [ns]  power (µW)  cell area [µm²]  util [%]
2_1_floorplan          2.10           4.43        5340            47000         -
3_3_place_gp           2.82           1.97        5750            50100      53.8
3_5_place_dp           2.84           1.86        5760            50100      53.8
4_1_cts                2.11           1.87        9670            53600      57.5
5_1_grt                2.15           1.52        9900            53600      57.5
6_report               2.13           1.51        9640            53600      57.5
==> cell type report <==
cell class | instances | area (µm²) | share of cell area [%]
inverter | 25 | 96.3 | 0.180
clock buffer | 133 | 2880 | 5.37
sequential | 1024 | 30700 | 57.3
multi-input combinational | 1150 | 15400 | 28.7
timing repair buffer | 253 | 2300 | 4.29
tap | 1254 | 1570 | 2.93
clock inverter | 68 | 616 | 1.15
Power is estimated from default activity; no workload was simulated.
